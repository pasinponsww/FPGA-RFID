--- design/flow/config.mk ---
export PLATFORM = sky130hd
export DESIGN_NAME = auth_lut
export DESIGN_NICKNAME = auth_lut
export VERILOG_FILES = /design/flow/design.v
export SDC_FILE = /design/flow/constraint.sdc
export NUM_CORES = 4
export LEC_CHECK = 1
export CORE_UTILIZATION = 50
--- design/flow/constraint.sdc ---
current_design auth_lut

set clk_period 7.4
set clk_io_pct 0.2

create_clock -name clk0 -period $clk_period [get_ports {clk}]

set non_clock_inputs [all_inputs -no_clocks]
set_input_delay [expr $clk_period * $clk_io_pct] -clock clk0 $non_clock_inputs
set_output_delay [expr $clk_period * $clk_io_pct] -clock clk0 [all_outputs]
--- design/flow/design.v ---
`timescale 1ns/1ps
module auth_lut #(
    parameter UID_MAX = 4,    
    parameter UID_LEN = 4     
)(
    input  wire       clk,               
    input  wire       rst_n,             
    input  wire [7:0] cmd,               
    input  wire       valid,             
    input  wire [8*16-1:0] uid_bytes_flat,  
    input  wire [7:0] uid_len,           
    output reg        uid_allowed,       
    output reg        uid_added_ok,      
    output reg        uid_duplicate,     
    output reg        uid_full           
);
    localparam MEMW = 8*UID_LEN;
    reg [MEMW-1:0] uid_mem [0:UID_MAX-1];  
    reg [1:0]      uid_count;              
    integer i, j;                          
    reg found;                             
    reg match;                             
    reg [MEMW-1:0] received_uid;           
    reg [7:0] uid_bytes [0:15];
    always @(*) begin
        for (j = 0; j < 16; j = j + 1)
            uid_bytes[j] = uid_bytes_flat[j*8 +: 8];
    end
    always @(posedge clk or negedge rst_n) begin
        if (!rst_n) begin
            uid_count     <= 0;
            uid_allowed   <= 0;
            uid_added_ok  <= 0;
            uid_duplicate <= 0;
            uid_full      <= 0;
            for (i = 0; i < UID_MAX; i = i + 1)
                uid_mem[i] <= {MEMW{1'b0}};
        end else if (valid) begin
            uid_allowed   <= 0;
            uid_added_ok  <= 0;
            uid_duplicate <= 0;
            uid_full      <= 0;
            received_uid = {MEMW{1'b0}};
            for (j = 0; j < UID_LEN; j = j + 1) begin
                if (j < uid_len)
                    received_uid[j*8 +: 8] = uid_bytes[j];
            end
            case (cmd)
                8'h10: begin  
                    found = 0;
                    for (i = 0; i < UID_MAX; i = i + 1) begin
                        if (i < uid_count) begin
                            match = 1;
                            for (j = 0; j < UID_LEN; j = j + 1) begin
                                if (uid_mem[i][j*8 +: 8] != received_uid[j*8 +: 8])
                                    match = 0;
                            end
                            if (match)
                                found = 1;
                        end
                    end
                    uid_allowed <= found;
                end
                8'h11: begin  
                    if (uid_count >= UID_MAX) begin
                        uid_full <= 1'b1;    
                    end else begin
                        found = 0;
                        for (i = 0; i < UID_MAX; i = i + 1) begin
                            if (i < uid_count) begin
                                match = 1;
                                for (j = 0; j < UID_LEN; j = j + 1) begin
                                    if (uid_mem[i][j*8 +: 8] != received_uid[j*8 +: 8])
                                        match = 0;
                                end
                                if (match)
                                    found = 1;
                            end
                        end
                        if (found) begin
                            uid_duplicate <= 1'b1;
                        end else begin
                            uid_mem[uid_count] <= received_uid;
                            uid_added_ok       <= 1'b1;
                            uid_count          <= uid_count + 1'b1;
                        end
                    end
                end
                default: begin
                end
            endcase
        end
    end
endmodule
--- design/flow/run.sh ---
#!/bin/bash
# OpenROAD 26Q1-2900-gdf79404cd8, Yosys 0.63+post, stock flow scripts
make -C /OpenROAD-flow-scripts/flow DESIGN_CONFIG=/design/flow/config.mk WORK_HOME=/design/flow/orfs finish
==> impl_metrics.toml <==
# generated from flow reports
[placement]
dp_hpwl_um = 12000
portBuffers = 53
dpl.cell_count = 787
gp_congestion = 0.934

[worst_setup_path]
startpoint_type = "input port"
cp_max_fo = 22
reg2regPathDepth = 10
worstReg2RegEnd = "uid_mem[2][5]"
cp_data_arrival_time_ns = 6.12
path_class = "input port to register"
worstPathRequired_ns = 7.63
slowest_delay_ns = 0.93
end_kind = "register"
cp_top_family = "simple AND/OR/NAND/NOR gates"
regToRegSetupSlack_ns = 3.54
r2r_start = "uid_mem[0][10]"
crit_chain = "clkdlybuf4s50_1 -> nor3_2 -> nand3_1 -> and2_1 -> a2111oi_0 -> nand4_2 -> nand4_4 -> buf_4 -> mux2_4"
path_buffers = 2
crit_slowest_cell = "a2111oi_0"

[cts]
ctsLongestPathBuffers = 2
cts_setup_buffers = 0
cts_buffers = 9
cts-root-buf = "clkbuf_16"
clkLatencyLatePin_ns = 0.35
ctsHtreeMaxLevel = 3
cts_resized = 0
clkSlewWorstSetupHoldPaths_ns = 0.06
hold_buffers = 0
cts_tree = "done"
cts_num_sinks = 101

[route]
routedLengthMet1_um = 7900
vias = 4927
route.met2.wl_um = 7670
avgViaCountPerCell = 6.14
num_antenna_cells = 0
final_antenna_net_count = 0
wire_per_inst_um = 21.3
wl_met3_um = 1260
drt-total-wl_um = 17100
maxUsedRoutingLayer = "met4"
drtIter0Drc = 354
drc_errors = 0
first_pass_iters = 5

[job]
cap_viol_max_count = 0
warnings = 123

[min_path]
hold_depth = 1
hp-class = "register to register"
min_from = "uid_mem[1][25]"
min_to = "uid_mem[1][25]"

[timing]
max_freq_mhz = 170
finalCritPeriodShare_pct = 79.6
finalHoldViolations = 0
worstMarginPinSlew_ns = 1.04
rsz0062_at_grt = "no"
skew_ns = 0.00620
finalSetupViolCount = 0
min_period_ns = 5.89
maxSlewViolCount = 0
fin_setup_tns_ns = 0
slew_headroom_pct = 29.1

[cells_and_area]
stdcell_count = 803
fillCellCount = 1035
area_growth_pct = 13.4
drive_gt1_share_pct = 16.7

[global_route]
grt_antenna_before_repair = 0
track_usage_pct = 28.5
grt_overflow = 0
grt_pass1_vias = 4738
grt_max_degree = 57
grt_pass1_wl_um = 27100

[power]
p_clk_share_pct = 39.9
p_leak_nw = 3.35
power_density_nw_per_um2 = 165
netSwitchingPower_mw = 0.295
vdd_drop_max_mv = 0.186
p_seq_share_pct = 47.9
p_comb_share_pct = 12.2
intPower_mw = 0.897
switching_share_pct = 24.7

[synth]
ys_seq_share_pct = 39.6
synth-edff-count = 0
yosys_warnings = 3
flop_cell = "dfrtp_1"
synth_flops = 101
ys_types = 71
ys_cells = 584
syn_inst = 584
synth_area_um2 = 6390
ys_async_sr_fraction_pct = 100
yosys_area_um2 = 6390
syn_avg_cell_area_um2 = 10.9

[floorplan]
pin_count = 151
core.rowCount = 40
die_x_um = 115
coreArea_um2 = 12200
die-area_um2 = 13200
die_h_um = 115
initCoreUtil_pct = 52.3

[run_status]
status = "finished, final reports clean"
placed cells by master (no fill, tap or decap), drive strengths merged, types with 19 or more instances in the layout:
master	netlist	layout
xnor2	22	22
inv	45	45
nand2	20	20
o21ai	24	24
o22ai	20	20
mux2	85	85
and2	19	19
nor2	35	35
clkdlybuf4s50	0	52
dfrtp	101	101
sequential cells by signal, indices dropped and copies added, names as in the netlist:
register	count
uid_added_ok	1
uid_duplicate	1
uid_count	2
uid_allowed	1
uid_mem	96
power groups by stage:
stage	logic [mW]	clock network [mW]	registers, mW
finish	0.145	0.476	0.571
global route	0.158	0.509	0.571
CTS	0.145	0.488	0.570
through the flow:
step	util, %	hold WS [ns]	instance area (um^2)	power, mW	worst slack, ns
floorplan	-	0.456	6390	0.654	3.09
global placement	56.9	0.479	6950	0.723	1.26
detailed placement	56.9	0.493	6950	0.725	1.22
CTS	59.3	0.505	7240	1.20	1.58
global route	59.3	0.527	7240	1.24	1.27
finish	59.3	0.505	7240	1.19	1.51
layout make-up:
cell class                 count  area, um^2  share of cell area, %
inverter                      45         169                   2.33
multi-input combinational    413        3460                   47.8
clock inverter                 4        47.5                  0.657
clock buffer                  12         246                   3.40
sequential                   101        2530                   34.9
tap                          168         210                   2.90
timing repair buffer          60         581                   8.02
cell usage after synthesis, types with 8 or more instances:
library cell / number / area (um^2)
nand2_1: 20 / 75.1
o32ai_1: 11 / 96.3
o21ai_0: 22 / 110
nor4_1: 8 / 50.1
a21oi_1: 18 / 90.1
dfrtp_1: 101 / 2530
a31oi_1: 17 / 106
mux2i_1: 15 / 150
inv_1: 45 / 169
mux2_1: 15 / 169
xor2_1: 9 / 78.8
mux2_4: 50 / 751
nor4bb_1: 11 / 110
mux2_2: 20 / 225
o22ai_1: 19 / 119
nor2_1: 32 / 120
clkbuf_1: 9 / 33.8
and2_1: 19 / 119
xnor2_1: 22 / 193
logic make-up after synthesis:
family / after synthesis / share of synthesized area (%)
AND-OR/OR-AND: 138 / 15.1
buffers and inverters: 70 / 6.27
other: 1 / 0.0587
XOR/XNOR: 31 / 4.25
flip-flops: 101 / 39.6
adder cells (fa/ha/maj): 3 / 0.588
multiplexers: 100 / 20.3
AND/OR/NAND/NOR: 140 / 13.9
worst reg2reg max path, cell delays in order (launching register included):
cell and delay, ns:
dfrtp_1 0.41, nor4bb_1 0.32, a31oi_1 0.07, o32ai_1 0.21, nand4_1 0.24, a2111oi_0 0.85, buf_4 0.24, a31oi_1 0.16
nand4_4 0.54, buf_4 0.37, mux2_4 0.33
worst max-delay path by stage:
stage         cells past startpoint  slack, ns        from       endpoint
finish                            9       1.51  uid_len[1]  uid_mem[2][5]
global route                     11       1.27  uid_len[0]  uid_mem[2][5]
CTS                               9       1.58  uid_len[1]  uid_mem[2][5]
layer usage:
| metal | track usage, % | up-vias |
|---|---|---|
| li1 | - | 2272 |
| met1 | 44.2 | 2461 |
| met2 | 42.9 | 177 |
| met3 | 7.02 | 17 |
| met4 | 3.98 | 0 |
| met5 | 0 | - |
Power is estimated from default activity; no workload was simulated.
